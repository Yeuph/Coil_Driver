### flow/design.v
module hbridge_controller (
    input wire clk,                 
    input wire rst_n,               
    input wire InVGSf,              
    input wire InVGSr,              
    output reg Q1_out,              
    output reg Q2_out,              
    output reg Q3_out,              
    output reg Q4_out               
);
reg OutVGSf, OutVGSr;              
reg FlybackVGS;                     
reg rising_edge_detected;           
reg falling_edge_detected;          
reg [15:0] fwd_on_counter;         
reg [15:0] rev_on_counter;         
reg [15:0] flyback_counter;        
reg last_dir_forward;              
reg in_flyback_mode;               
reg direction_blocked;             
always @(posedge clk or negedge rst_n) begin
    if (!rst_n) begin
        FlybackVGS <= 1;            
        rising_edge_detected <= 0;
        falling_edge_detected <= 0;
        fwd_on_counter <= 0;
        rev_on_counter <= 0;
        flyback_counter <= 0;
        in_flyback_mode <= 0;
        direction_blocked <= 0;
    end else begin
        if (OutVGSf && InVGSf) begin
            fwd_on_counter <= fwd_on_counter + 1;
        end else if (OutVGSr && InVGSr) begin
            rev_on_counter <= rev_on_counter + 1;
        end
        if (FlybackVGS && in_flyback_mode && !OutVGSf && !OutVGSr) begin
            flyback_counter <= flyback_counter + 1;
            if (last_dir_forward && fwd_on_counter > 0) begin
                fwd_on_counter <= fwd_on_counter - 1;
            end else if (!last_dir_forward && rev_on_counter > 0) begin
                rev_on_counter <= rev_on_counter - 1;
            end
            if ((last_dir_forward && fwd_on_counter <= 1) ||
                (!last_dir_forward && rev_on_counter <= 1)) begin
                direction_blocked <= 0;   
                in_flyback_mode <= 0;     
                fwd_on_counter <= 0;      
                rev_on_counter <= 0;
                flyback_counter <= 0;
            end
        end
        if (InVGSf || InVGSr) begin
            if (!rising_edge_detected) begin
                if ((InVGSf && !last_dir_forward && in_flyback_mode) ||
                    (InVGSr && last_dir_forward && in_flyback_mode)) begin
                    if ((last_dir_forward && fwd_on_counter < flyback_counter) ||
                        (!last_dir_forward && rev_on_counter < flyback_counter)) begin
                        direction_blocked <= 1;
                    end
                end else begin
                    FlybackVGS <= 0;
                    rising_edge_detected <= 1;
                    falling_edge_detected <= 0;
                    in_flyback_mode <= 0;
                    flyback_counter <= 0;
                    direction_blocked <= 0;
                    if (!in_flyback_mode) begin
                        if (InVGSf) begin
                            rev_on_counter <= 0;
                        end else begin
                            fwd_on_counter <= 0;
                        end
                    end
                end
            end
        end else begin   
            rising_edge_detected <= 0;
            if (OutVGSf || OutVGSr) begin
                FlybackVGS <= 1;
                falling_edge_detected <= 1;
                in_flyback_mode <= 1;
                flyback_counter <= 0;
            end else if (!FlybackVGS && !falling_edge_detected) begin
                FlybackVGS <= 1;
                falling_edge_detected <= 0;
            end
        end
    end
end
always @(negedge clk or negedge rst_n) begin
    if (!rst_n) begin
        OutVGSf <= 0;
        OutVGSr <= 0;
        last_dir_forward <= 0;      
    end else begin
        if (rising_edge_detected && !direction_blocked) begin
            if (InVGSf) begin
                OutVGSf <= 1;
                OutVGSr <= 0;
                last_dir_forward <= 1;   
            end else if (InVGSr) begin
                OutVGSf <= 0;
                OutVGSr <= 1;
                last_dir_forward <= 0;   
            end
        end else if (falling_edge_detected || direction_blocked) begin
            OutVGSf <= 0;
            OutVGSr <= 0;
        end
    end
end
always @(*) begin
    Q1_out = OutVGSf || FlybackVGS;
    Q3_out = OutVGSr || FlybackVGS;
    Q2_out = OutVGSr;
    Q4_out = OutVGSf;
end
endmodule
### flow/run.sh
#!/bin/bash
# OpenROAD 26Q1-2900-gdf79404cd8, Yosys 0.63+post, stock flow scripts
make -C /OpenROAD-flow-scripts/flow DESIGN_CONFIG=/design/flow/config.mk WORK_HOME=/design/flow/orfs finish
### flow/config.mk
export PLATFORM = sky130hd
export DESIGN_NAME = hbridge_controller
export DESIGN_NICKNAME = hbridge_controller
export VERILOG_FILES = /design/flow/design.v
export SDC_FILE = /design/flow/constraint.sdc
export NUM_CORES = 4
export LEC_CHECK = 1
export CORE_UTILIZATION = 30
### flow/constraint.sdc
current_design hbridge_controller

set clk_period 4.9
set clk_io_pct 0.2

create_clock -name clk0 -period $clk_period [get_ports {clk}]

set non_clock_inputs [all_inputs -no_clocks]
set_input_delay [expr $clk_period * $clk_io_pct] -clock clk0 $non_clock_inputs
set_output_delay [expr $clk_period * $clk_io_pct] -clock clk0 [all_outputs]
==> Changelog: implementation <==
### Metrics

- CP startpoint kind: register
- Synth Seq Share: 31.38%
- Area Growth Syn to Fin: 9.994%
- Top area contributor share: 29.12%
- Outcome: finished clean
- Mapped Cells: 539
- Largest net degree at the start of global routing: 39
- Die H: 124.1 µm
- Mapped Avg Cell Area: 8.292 µm²
- Worst setup path startpoint: OutVGSf$_DFFE_NN0P_
- Hold slack final: about 550 ps
- Biggest area cells: dfrtp_1 (29%), ha_1 (11%), xnor2_1 (6.1%), nor2_1 (5.0%), nand2_1 (3.9%)
- Clk ins delay skew pair: between 300 and 400 ps
- Maximum clock path buffer count: 2
- Boundary Pins: 8
- Post-Synthesis Cell Area: 4469 µm²
- Setup TNS: 0 ps
- LEAKAGE: 1.939 nW
- Post-synth top cells: nor2_1 (60), dfrtp_1 (52), nand2_1 (47), ha_1 (38), xnor2_1 (31)
- Slew margin rel.: 54.45%
- Setup violators final: 0
- CP Capture Type: output port
- Layout cell share with drive strength beyond 1: 7.948%
- Max cap viols: 0
- Slew @ Worst Pin: 683.2 ps
- RSZ-0062 raised after global routing: false
- Synth flops: 56
- Synth area leader: dfrtp_1
- Final hold vios: 0
- Tool warnings: 30
- PostCTS Resize Cnt: 0
- # H-tree levels: 2
- Hold path startpoint: flyback_counter[15]$_DFF_PN0_
- FFs w/ async S/R, synth: 100.0%
- Hold WC Path Type: reg -> reg
- Launch point of the worst reg-to-reg path: OutVGSr$_DFFE_NN0P_
- Initial DRT Pass Iterations: 5
- Cell Count Post-Placement: between 700 and 800
- Worst R2R Setup Slack: 240 ps
- Vias in the first global route: 3846
- Core Rows: between 40 and 50
- Worst-path maximum fanout: 3
- Via count: 4071
- Final Skew: 24.36 ps
- Root Buffer: clkbuf_16
- Global route total overflow: 0
- CP arrival: 3800 ps
- All-Layer GR Usage: 17.19%
- Yosys chip area: 4469 µm²
- Drt initial violations: roughly 370
- Die ar.: 15390 µm²
- MI comb area: 2859 µm²
- PortBufs: 7
- DRC Markers: 0
- Reg2reg end: rev_on_counter[8]$_DFF_PN0_
- Number of antenna violations at the first check in global routing: 0
- Storage cell area: 1403 µm²
- Clock Sinks: 56
- TritonCTS clock tree: yes
- Final ANT Viol Nets: 0
- Main flop type: dfrtp_1
- Drt via density: between 5 and 6
- Placer Congestion: 0.9266
- Yosys cell count: 539
- FILL cells: approximately 1500
- Critical Path RT: around 3900 ps
- Worst reg-to-reg path cell count: 7
- Setup crit end: Q1_out
- Number of enable flip-flop cells: 0
- Most common cell in the netlist: nor2_1
- Critical path type: reg -> out
- Final core utilization: roughly a third
- Clock input transition at the sequential cells of the worst setup and hold paths: 80 ps
- Warnings from Yosys: 1
- Worst vdd ir: 0.0001783 V
- DR WL/cell: roughly 17 µm
- Chip width: 124.1 µm
- Layout Cells excl Fill: 725
- Cts bufs inserted: 5
- Core area: approximately 15000 µm²
- First-pass GRT wire length: 20.26 mm
- Post-Route WL: between 10 and 15 mm
- Unique cell types: 69
- Pwr dens: 503.9 nW/µm²
- Final Max Slew Viols: 0
- Placed wire-length estimate: 9.098 mm
- Antenna diodes: 0
- Core Util at FP: a little under a third
-- worst max-delay path, cell delays in order, from the launching register on --
cell	delay [ps]
dfrtn_1	350
or2_2	290
clkdlybuf4s50_1	400
-- cell families after synthesis --
kind of cell	count (synthesis)	synth area share (%)
xor+xnor	37	7.251
fa+ha+maj	38	10.64
mux	3	0.6999
flops	56	31.38
buf+inv	53	4.787
simple gates	240	28.14
compound gates	112	17.11
-- worst min-delay path by stage --
stage                                   end  slack, ps  cells past startpoint
CTS           flyback_counter[15]$_DFF_PN0_        560                      2
global route  flyback_counter[15]$_DFF_PN0_        580                      2
finish        flyback_counter[15]$_DFF_PN0_        550                      2
-- flip-flops by register name, indices dropped and copies added (netlist names) --
name                   cells
FlybackVGS                 1
flyback_counter           16
falling_edge_detected      1
rev_on_counter            16
OutVGSf                    1
rising_edge_detected       1
direction_blocked          1
in_flyback_mode            1
last_dir_forward           1
fwd_on_counter            16
OutVGSr                    1
-- per-layer routing --
layer | wire length (µm) | GRT usage (%)
met5 | 0 | 0
met4 | 342 | 4.539
met2 | 5421 | 25.93
met1 | 5835 | 26.37
met3 | 713 | 1.822
-- what timing repair did --
| item | in CTS | in global routing |
|---|---|---|
| setup endpoints to repair | 2 | 0 |
| buffers inserted | 3 | 0 |
| hold buffers | 0 | 0 |
| endpoints found under the hold margin | 0 | 0 |
-- final cells by class --
class | count | share of cell area, %
multi-input cells | 430 | 58.16
clock inverters | 2 | 0.3309
flip-flops and latches | 56 | 28.53
repair buffers | 24 | 3.920
well taps | 184 | 4.683
inverters | 23 | 1.756
clock buffers | 6 | 2.622
-- cells in the final DEF, fill, tap and decap left out, types with 7 or more instances in the layout --
| master | instances |
|---|---|
| a21oi_1 | 25 |
| dfrtp_1 | 52 |
| o21ai_0 | 23 |
| nand4_1 | 19 |
| nor4_1 | 14 |
| nor3_1 | 13 |
| nor2_1 | 60 |
| ha_1 | 38 |
| nand2_1 | 47 |
| and2_1 | 7 |
| nand3_1 | 26 |
| inv_1 | 23 |
| buf_4 | 17 |
| xnor2_1 | 31 |
| and3_1 | 10 |
| or3_1 | 9 |
-- stage by stage --
stage,setup WS (ps),power [mW],area (µm²)
floorplan,451.0,1.724,4469
global placement,293.8,2.054,4748
detailed placement,277.8,2.073,4748
CTS,103.1,2.469,4916
global route,40.59,2.697,4916
finish,117.5,2.477,4916
-- power breakdown --
group	leakage [nW]	total (mW)	switching, mW	internal (mW)
combinational	1.14	1.19	0.654	0.540
clock	0.0671	0.364	0.173	0.191
sequential	0.729	0.919	0.323	0.596
total	1.94	2.48	1.15	1.33
No activity file was given, so power comes from the tool's default toggle rates.
